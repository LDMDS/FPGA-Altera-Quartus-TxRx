### design/flow/config.mk
export PLATFORM = sky130hd
export DESIGN_NAME = TENBASET_TxD
export DESIGN_NICKNAME = TENBASET_TxD
export VERILOG_FILES = /design/flow/design.v
export SDC_FILE = /design/flow/constraint.sdc
export NUM_CORES = 4
export LEC_CHECK = 1
export CORE_UTILIZATION = 50
### design/flow/constraint.sdc
current_design TENBASET_TxD

set clk_period 4.1
set clk_io_pct 0.2

create_clock -name clk0 -period $clk_period [get_ports {clk20}]

set non_clock_inputs [all_inputs -no_clocks]
set_input_delay [expr $clk_period * $clk_io_pct] -clock clk0 $non_clock_inputs
set_output_delay [expr $clk_period * $clk_io_pct] -clock clk0 [all_outputs]
### design/flow/design.v
module TENBASET_TxD(clk20, Ethernet_TDp, Ethernet_TDm,LED);
input clk20;
output Ethernet_TDp, Ethernet_TDm, LED;
reg [23:0] cnt22;
always @ (posedge clk20) cnt22 <= cnt22 +1;
assign LED = cnt22[20] & ~cnt22[22];
parameter IPsource_1 = 192;
parameter IPsource_2 = 168;
parameter IPsource_3 = 0;
parameter IPsource_4 = 44;
parameter IPdestination_1 = 192;
parameter IPdestination_2 = 168;
parameter IPdestination_3 = 1;
parameter IPdestination_4 = 64;
parameter PhysicalAddress_1 = 8'h00;
parameter PhysicalAddress_2 = 8'h24;
parameter PhysicalAddress_3 = 8'h8C;
parameter PhysicalAddress_4 = 8'h88;
parameter PhysicalAddress_5 = 8'hDD;
parameter PhysicalAddress_6 = 8'hC0;
reg [23:0] counter; always @(posedge clk20) counter<=counter+1;
reg StartSending; always @(posedge clk20) StartSending<=&counter;
parameter IPchecksum1 = 32'h0000C53F + (IPsource_1<<8)+IPsource_2+(IPsource_3<<8)+IPsource_4+
                                                                (IPdestination_1<<8)+IPdestination_2+(IPdestination_3<<8)+(IPdestination_4);
parameter IPchecksum2 =  ((IPchecksum1&32'h0000FFFF)+(IPchecksum1>>16));
parameter IPchecksum3 = ~((IPchecksum2&32'h0000FFFF)+(IPchecksum2>>16));
reg [6:0] rdaddress;
reg [7:0] pkt_data;
always @(posedge clk20) 
case(rdaddress)
  7'h00: pkt_data <= 8'h55;
  7'h01: pkt_data <= 8'h55;
  7'h02: pkt_data <= 8'h55;
  7'h03: pkt_data <= 8'h55;
  7'h04: pkt_data <= 8'h55;
  7'h05: pkt_data <= 8'h55;
  7'h06: pkt_data <= 8'h55;
  7'h07: pkt_data <= 8'hD5;
  7'h08: pkt_data <= PhysicalAddress_1;
  7'h09: pkt_data <= PhysicalAddress_2;
  7'h0A: pkt_data <= PhysicalAddress_3;
  7'h0B: pkt_data <= PhysicalAddress_4;
  7'h0C: pkt_data <= PhysicalAddress_5;
  7'h0D: pkt_data <= PhysicalAddress_6;
  7'h0E: pkt_data <= 8'h00;
  7'h0F: pkt_data <= 8'h12;
  7'h10: pkt_data <= 8'h34;
  7'h11: pkt_data <= 8'h56;
  7'h12: pkt_data <= 8'h78;
  7'h13: pkt_data <= 8'h90;
  7'h14: pkt_data <= 8'h08;
  7'h15: pkt_data <= 8'h00;
  7'h16: pkt_data <= 8'h45;
  7'h17: pkt_data <= 8'h00;
  7'h18: pkt_data <= 8'h00;
  7'h19: pkt_data <= 8'h2E;
  7'h1A: pkt_data <= 8'h00;
  7'h1B: pkt_data <= 8'h00;
  7'h1C: pkt_data <= 8'h00;
  7'h1D: pkt_data <= 8'h00;
  7'h1E: pkt_data <= 8'h80;
  7'h1F: pkt_data <= 8'h11;
  7'h20: pkt_data <= IPchecksum3[15:8];
  7'h21: pkt_data <= IPchecksum3[ 7:0];
  7'h22: pkt_data <= IPsource_1;
  7'h23: pkt_data <= IPsource_2;
  7'h24: pkt_data <= IPsource_3;
  7'h25: pkt_data <= IPsource_4;
  7'h26: pkt_data <= IPdestination_1;
  7'h27: pkt_data <= IPdestination_2;
  7'h28: pkt_data <= IPdestination_3;
  7'h29: pkt_data <= IPdestination_4;
  7'h2A: pkt_data <= 8'h04;
  7'h2B: pkt_data <= 8'h00;
  7'h2C: pkt_data <= 8'h04;
  7'h2D: pkt_data <= 8'h00;
  7'h2E: pkt_data <= 8'h00;
  7'h2F: pkt_data <= 8'h1A;
  7'h30: pkt_data <= 8'h00;
  7'h31: pkt_data <= 8'h00;
  7'h32: pkt_data <= 8'h00;	 
  7'h33: pkt_data <= 8'h01;	 
  7'h34: pkt_data <= 8'h02;	 
  7'h35: pkt_data <= 8'h03;	 
  7'h36: pkt_data <= 8'h04;	 
  7'h37: pkt_data <= 8'h05;	 
  7'h38: pkt_data <= 8'h06;	 
  7'h39: pkt_data <= 8'h07;	 
  7'h3A: pkt_data <= 8'h08;	 
  7'h3B: pkt_data <= 8'h09;	 
  7'h3C: pkt_data <= 8'h0A;	 
  7'h3D: pkt_data <= 8'h0B;	 
  7'h3E: pkt_data <= 8'h0C;	 
  7'h3F: pkt_data <= 8'h0D;	 
  7'h40: pkt_data <= 8'h0E;	 
  7'h41: pkt_data <= 8'h0F;	 
  7'h42: pkt_data <= 8'h10;	 
  7'h43: pkt_data <= 8'h11;	 
  default: pkt_data <= 8'h00;
endcase
reg [3:0] ShiftCount;
reg SendingPacket;
always @(posedge clk20) if(StartSending) SendingPacket<=1; else if(ShiftCount==14 && rdaddress==7'h48) SendingPacket<=0;
always @(posedge clk20) ShiftCount <= SendingPacket ? ShiftCount+1 : 15;
wire readram = (ShiftCount==15);
always @(posedge clk20) if(ShiftCount==15) rdaddress <= SendingPacket ? rdaddress+1 : 0;
reg [7:0] ShiftData; always @(posedge clk20) if(ShiftCount[0]) ShiftData <= readram ? pkt_data : {1'b0, ShiftData[7:1]};
reg [31:0] CRC;
reg CRCflush; always @(posedge clk20) if(CRCflush) CRCflush <= SendingPacket; else if(readram) CRCflush <= (rdaddress==7'h44);
reg CRCinit; always @(posedge clk20) if(readram) CRCinit <= (rdaddress==7);
wire CRCinput = CRCflush ? 0 : (ShiftData[0] ^ CRC[31]);
always @(posedge clk20) if(ShiftCount[0]) CRC <= CRCinit ? ~0 : ({CRC[30:0],1'b0} ^ ({32{CRCinput}} & 32'h04C11DB7));
reg [17:0] LinkPulseCount; always @(posedge clk20) LinkPulseCount <= SendingPacket ? 0 : LinkPulseCount+1;
reg LinkPulse; always @(posedge clk20) LinkPulse <= &LinkPulseCount[17:1];
reg SendingPacketData; always @(posedge clk20) SendingPacketData <= SendingPacket;
reg [2:0] idlecount; always @(posedge clk20) if(SendingPacketData) idlecount<=0; else if(~&idlecount) idlecount<=idlecount+1;
wire dataout = CRCflush ? ~CRC[31] : ShiftData[0];
reg qo; always @(posedge clk20) qo <= SendingPacketData ? ~dataout^ShiftCount[0] : 1;
reg qoe; always @(posedge clk20) qoe <= SendingPacketData | LinkPulse | (idlecount<6);
reg Ethernet_TDp; always @(posedge clk20) Ethernet_TDp <= (qoe ? qo : 1'b0);
reg Ethernet_TDm; always @(posedge clk20) Ethernet_TDm <= (qoe ? ~qo : 1'b0);
endmodule
### design/flow/run.sh
#!/bin/bash
# OpenROAD 26Q1-2900-gdf79404cd8, Yosys 0.63+post, stock flow scripts
make -C /OpenROAD-flow-scripts/flow DESIGN_CONFIG=/design/flow/config.mk WORK_HOME=/design/flow/orfs finish
==> insert_results.sql <==
-- implementation run metrics
INSERT INTO impl_metrics (metric_group, metric, value, unit) VALUES
('timing', 'timing.slew.headroom', '44.9', '%'),
('timing', 'worst_slew_pin_slew', '0.827', 'ns'),
('clock_tree', 'cts.reportedPaths.clkPinSlew', '0.06', 'ns'),
('timing', 'timing.setup.tns', '0', 'ns'),
('detailed_routing', 'drt_iter0_markers', '231', ''),
('detailed_routing', 'wire_per_inst', '13.5', 'um'),
('worst_setup_path', 'critical_path_arrival', '2.57', 'ns'),
('synth', 'number_of_synthesized_flops_with_an_enable_pin', '48', ''),
('synth', 'async_set_or_reset_flop_fraction_in_the_synthesized_netlist', '0', '%'),
('clock_tree', 'clock.latency.late_pin', '0.41', 'ns'),
('clock_tree', 'clock-root-buffer', 'clkbuf_16', ''),
('global_routing', 'congestion_overflow_gr', '0', ''),
('detailed_routing', 'dr_total_vias', '3902', ''),
('clock_tree', 'cts_repair_resize_count', '0', ''),
('worst_setup_path', 'worstSetupStartpointType', 'register', ''),
('die', 'floorplan.rows', '39', ''),
('clock_tree', 'numClockSinks', '137', ''),
('power_and_ir_drop', 'internal_power', '0.00239', 'W'),
('placement', 'dpl-instance-area', '6210', 'sq um'),
('synth', 'netlist_area', '6070', 'sq um'),
('placement', 'port_buffers', '3', ''),
('worst_setup_path', 'setup.worst_path.class', 'register to register', ''),
('synth', 'syn_area_per_cell', '10.5', 'sq um'),
('placement', 'globalplace.congestion', '0.890', ''),
('clock_tree', 'hold_buffer_count_at_cts', '0', ''),
('timing', 'timing.clock.skew', '0.00852', 'ns'),
('clock_tree', 'clockBufferDepth', '2', ''),
('synth', 'yosysTopAreaCellShare', '29.4', '%'),
('detailed_routing', 'drc', '0', ''),
('min_path', 'hold_class', 'register to register', ''),
('power_and_ir_drop', 'switchingPower', '0.000566', 'W'),
('power_and_ir_drop', 'sequentialPowerShare', '47.2', '%'),
('die', 'ios', '4', ''),
('detailed_routing', 'drt_pass1_iterations', '4', ''),
('synth', 'area_leaders', 'dfxtp_1 (29%), edfxtp_1 (24%), xnor2_1 (8.4%)', ''),
('detailed_routing', 'via_per_inst', '5.29', ''),
('clock_tree', 'num_cts_buffers', '17', ''),
('global_routing', 'grt_antenna_before_repair', '0', ''),
('run', 'openroad.warnings', '37', ''),
('global_routing', 'globalRouteTotalUtil', '18.0', '%'),
('worst_setup_path', 'worstReg2RegEnd', 'pkt_data[4]', ''),
('detailed_routing', 'totalWireLength', '9.96', 'mm'),
('worst_setup_path', 'reg2reg_slack', '1.85', 'ns'),
('worst_setup_path', 'worst_r2r_path_depth', '6', ''),
('placement', 'place_hpwl', '6.19', 'mm'),
('synth', 'yosysWarnings', '1', ''),
('timing', 'rsz0062_at_grt', 'no', ''),
('global_routing', 'grt_pass1_vias', '3732', ''),
('synth', 'synth_stat.cells', '576', ''),
('synth', 'synth-seq-area-share', '53.1', '%'),
('die', 'core_region_area', '11600', 'sq um'),
('timing', 'final_period_minus_worst_setup_slack', '2.25', 'ns'),
('status', 'run_status', 'finished clean', ''),
('worst_setup_path', 'timing.critical_path.required', '4.42', 'ns'),
('detailed_routing', 'drtAntennaViolNets', '0', ''),
('worst_setup_path', 'crit-reg2reg-launch', 'rdaddress[1]', ''),
('timing', 'setup_viol_count_final', '0', ''),
('global_routing', 'grt_pass1_wl', '17.7', 'mm'),
('die', 'die-height', '112', 'um'),
('die', 'fp_util', '52.3', '%'),
('min_path', 'hold_path_startpoint', 'StartSending', ''),
('synth', 'yosysChipArea', '6070', 'sq um'),
('power_and_ir_drop', 'p_per_area', '433', 'nW/um^2'),
('cells_and_area', 'fin_util', '58.9', '%'),
('global_routing', 'grt_start_max_net_pins', '45', ''),
('cells_and_area', 'post-route-cell-area', '6840', 'sq um'),
('power_and_ir_drop', 'combPwrFrac', '0', '%'),
('clock_tree', 'cts.repair_timing.setup_buffer_count', '0', ''),
('die', 'die-area', '12600', 'sq um'),
('power_and_ir_drop', 'power.ir.vdd_worst', '0.305', 'mV'),
('timing', 'min_period_over_period', '54.9', '%');
synthesized netlist by cell type (13+ instances only):
cell type   n
nand4_1    19
xnor2_1    58
or2_2      20
nor3_1     13
nand2b_1   21
nor2_1     34
nand3_1    39
xor2_1     22
inv_1      18
nand2_1    48
ha_1       20
edfxtp_1   48
dfxtp_1    89
cell type report:
| class | instances | area [sq um] |
|---|---|---|
| fillers | 941 | 4780 |
| flip-flops and latches | 137 | 3220 |
| multi-input cells | 400 | 2680 |
| clock buffers | 18 | 450 |
| well taps | 143 | 179 |
| clock inverters | 14 | 170 |
| inverters | 20 | 75.1 |
| repair buffers | 6 | 52.6 |
sequential cells by signal, indices dropped and copies added (netlist names):
register and flops:
Ethernet_TDm 1, counter 24, rdaddress 7, Ethernet_TDp 1, ShiftData 8, idlecount 3, pkt_data 8, qo 1
CRCflush 1, StartSending 1, ShiftCount 4, SendingPacket 1, LinkPulse 1, cnt22 23, CRC 32, LinkPulseCount 18
CRCinit 1, qoe 1, SendingPacketData 1
worst max path at each step:
stage,start,to,slack [ns],cells past startpoint
after global routing,rdaddress[1],pkt_data[4],1.71,6
after CTS,rdaddress[1],pkt_data[4],1.88,6
final,rdaddress[1],pkt_data[4],1.85,6
through the flow:
stage	hold slack [ns]	setup slack, ns
after floorplan	0.380	1.70
after global placement	0.390	1.94
after detailed placement	0.395	1.89
after CTS	0.410	1.88
after global routing	0.442	1.71
final	0.407	1.85
critical path: stages (launching register included):
cell	delay [ns]
edfxtp_1	0.56
inv_1	0.23
ha_1	0.37
or3_1	0.31
a2111oi_1	0.43
a21oi_1	0.08
o22ai_1	0.17
power by group through the flow:
stage         Clock (W)  Sequential (W)  Combinational [W]
CTS             0.00160         0.00140     0.000000000932
global route    0.00167         0.00140     0.000000000932
finish          0.00156         0.00140     0.000000000932
per-layer routing:
layer	share of wire (%)	up-vias	track usage [%]
met4	1.6	0	2.76
met1	52	1802	31.0
met2	42	65	25.1
li1	-	2023	-
met5	0	-	0
met3	3.9	12	3.91
cell usage in the layout (no fill, tap or decap), types with 2 or more instances in the layout:
master and instances:
clkdlybuf4s50_1 3, a31oi_1 6, and3_1 4, nor2_1 34, a21oi_1 11, nand3_1 39
mux2_2 2, o211ai_1 3, inv_6 2, a22oi_1 2, nor3_2 5, dfxtp_1 88
nand2b_1 21, edfxtp_1 48, and2_1 10, nand4_1 19, a221oi_1 3, clkinv_1 3
o22ai_1 3, clkinvlp_4 3, buf_4 3, inv_1 18, nor2b_1 9, nor4_1 6
mux2i_1 4, o21ai_0 8, xnor2_1 58, nor3_1 13, clkinv_2 2, nand4_2 2
xor2_1 22, or2_2 20, nand2_1 48, clkbuf_16 18, and4_1 8, bufinv_16 3
clkinv_4 3, a211oi_1 2, ha_1 20
cells by family (layout without fill, tap and decap cells):
family / count (synthesis) / in the layout / synth area share (%)
adders and majority gates: 20 / 20 / 4.12
AOI/OAI and AO/OA: 46 / 46 / 4.93
buffers and inverters: 39 / 58 / 2.66
muxes: 6 / 6 / 1.03
DFF: 137 / 137 / 53.1
and+or+nand+nor: 248 / 248 / 22.6
xor gates and xnor gates: 80 / 80 / 11.5
Power figures rest on the tool's default switching activity, not on a simulated workload.
